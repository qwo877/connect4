==> flow/design.v <==
module connect4 (
    input clk,  
    input rst_n, 
    output reg  op_ready, 
    input       op_valid, 
    input       op_player_id, 
    input [2:0] op_col_id, 
    input       re_ready, 
    output reg  re_valid, 
    output reg  re_err, 
    output reg  re_is_finished, 
    output reg  re_winner, 
    output reg  re_tie 
);
localparam S_WAIT_OP  = 0,
           S_DROP     = 1,
           S_GO_JUDGE = 2,
           S_JUDGE    = 3,
           S_RE       = 4;
reg  op_ready_nxt; 
reg  re_valid_nxt;
reg  re_err_nxt;
reg  re_is_finished_nxt;
reg  re_winner_nxt;
reg  re_tie_nxt;
reg [3:0] S, S_nxt;
reg [41:0] occupied;
reg [41:0] whos;
reg [41:0] occupied_nxt;
reg [41:0] whos_nxt;
reg player_id, player_id_nxt;
reg [2:0] col_id, col_id_nxt;
reg [2:0] row_id, row_id_nxt;
wire wj_op_ready;
reg wj_op_valid, wj_op_valid_nxt;
reg wj_re_ready, wj_re_ready_nxt;
wire wj_re_valid;
wire wj_re_is_finished;
win_judge wj (
    .clk(clk),
    .rst_n(rst_n),
    .occupied(occupied),
    .whos(whos),
    .op_ready(wj_op_ready),
    .op_valid(wj_op_valid),
    .re_ready(wj_re_ready),
    .re_valid(wj_re_valid),
    .re_is_finished(wj_re_is_finished)
);
reg op_fire, re_fire, wj_op_fire, wj_re_fire;
reg [6:0] col_full;
integer i;
always @(*) begin
    op_fire = op_ready & op_valid;
    re_fire = re_ready & re_valid;
    wj_op_fire = wj_op_ready & wj_op_valid;
    wj_re_fire = wj_re_ready & wj_re_valid;
    col_full = occupied[6:0];
    op_ready_nxt = op_ready;
    re_valid_nxt = re_valid;
    re_err_nxt = re_err;
    re_is_finished_nxt = re_is_finished;
    re_winner_nxt = re_winner;
    re_tie_nxt = re_tie;
    S_nxt = S;
    occupied_nxt = occupied;
    whos_nxt = whos;
    player_id_nxt = player_id;
    col_id_nxt = col_id;
    row_id_nxt = row_id;
    wj_op_valid_nxt = wj_op_valid;
    wj_re_ready_nxt = wj_re_ready;
    case (S)
        S_WAIT_OP: begin
            if (op_fire) begin
                op_ready_nxt = 0;
                player_id_nxt = op_player_id;
                col_id_nxt = op_col_id;
                if (col_full[op_col_id]) begin
                    re_valid_nxt = 1;
                    re_err_nxt = 1;
                    re_is_finished_nxt = 0;
                    re_winner_nxt = 0;
                    re_tie_nxt = 0;
                    S_nxt = S_RE;
                end
                else begin
                    {occupied_nxt[op_col_id], whos_nxt[op_col_id]} = {1'b1, op_player_id};
                    row_id_nxt = 0;
                    S_nxt = S_DROP;
                end
            end
        end
        S_DROP: begin
            if (row_id == 5 || occupied[(row_id+1) * 7 + col_id]) begin
                wj_op_valid_nxt = 1;
                S_nxt = S_GO_JUDGE;
            end
            else begin
                {occupied_nxt[ row_id    * 7 + col_id], whos_nxt[ row_id    * 7 + col_id]} = {1'b0, 1'b0};
                {occupied_nxt[(row_id+1) * 7 + col_id], whos_nxt[(row_id+1) * 7 + col_id]} = {1'b1, player_id};
                row_id_nxt = row_id + 1;
                S_nxt = S_DROP;
            end
        end
        S_GO_JUDGE: begin
            if (wj_op_fire) begin
                wj_re_ready_nxt = 1;
                wj_op_valid_nxt = 0;
                S_nxt = S_JUDGE;
            end
        end
        S_JUDGE: begin
            if (wj_re_fire) begin
                wj_re_ready_nxt = 0;
                re_valid_nxt = 1;
                re_err_nxt = 0;
                re_is_finished_nxt = wj_re_is_finished | (&col_full);
                re_tie_nxt = (&col_full) & ~wj_re_is_finished;
                re_winner_nxt = wj_re_is_finished ? player_id : 0;
                S_nxt = S_RE;
            end
        end
        S_RE: begin
            if (re_fire) begin
                op_ready_nxt = 1;
                re_valid_nxt = 0;
                re_err_nxt = 0;
                re_is_finished_nxt = 0;
                re_winner_nxt = 0;
                re_tie_nxt = 0;
                if (re_is_finished) begin
                    occupied_nxt = 42'b0;
                    whos_nxt = 42'b0;
                    player_id_nxt = 0;
                    col_id_nxt = 0;
                    row_id_nxt = 0;
                end
                S_nxt = S_WAIT_OP;
            end
        end
        default: begin
        end
    endcase
end
always @(posedge clk, negedge rst_n) begin
    if (~rst_n) begin
        S <= S_WAIT_OP;
        op_ready <= 1;
        re_valid <= 0;
        re_err <= 0;
        re_is_finished <= 0;
        re_winner <= 0;
        re_tie <= 0;
        occupied <= 42'b0;
        whos <= 42'b0;
        player_id <= 0;
        col_id <= 0;
        row_id <= 0;
        wj_op_valid <= 0;
        wj_re_ready <= 0;
    end
    else begin
        S <= S_nxt;
        op_ready <= op_ready_nxt;
        re_valid <= re_valid_nxt;
        re_err <= re_err_nxt;
        re_is_finished <= re_is_finished_nxt;
        re_winner <= re_winner_nxt;
        re_tie <= re_tie_nxt;
        occupied <= occupied_nxt;
        whos <= whos_nxt;
        player_id <= player_id_nxt;
        col_id <= col_id_nxt;
        row_id <= row_id_nxt;
        wj_op_valid <= wj_op_valid_nxt;
        wj_re_ready <= wj_re_ready_nxt;
    end
end
endmodule
module win_judge (
    input clk,
    input rst_n,
    input [41:0] occupied,
    input [41:0] whos,
    output reg  op_ready,
    input       op_valid,
    input       re_ready,
    output reg  re_valid,
    output reg  re_is_finished
);
localparam S_IDLE = 0,
           S_DETECT_V = 1,
           S_DETECT_H = 2,
           S_DETECT_RISE = 3,
           S_DETECT_FALL = 4,
           S_RE = 5;
reg op_ready_nxt;
reg re_valid_nxt;
reg re_is_finished_nxt;
reg [3:0] S, S_nxt;
reg [2:0] rlim, rlim_nxt;
reg [2:0] llim, llim_nxt;
reg [2:0] tlim, tlim_nxt;
reg [2:0] blim, blim_nxt;
reg [2:0] c, c_nxt;
reg [2:0] r, r_nxt;
reg op_fire, re_fire;
reg occupied_all;
reg whos_all;
reg [2:0] c0, c1, c2, c3, r0, r1, r2, r3;
always @(*) begin
    op_fire = op_ready & op_valid;
    re_fire = re_ready & re_valid;
    occupied_all = 0;
    whos_all = 0;
    c0 = 0; c1 = 0; c2 = 0; c3 = 0;
    r0 = 0; r1 = 0; r2 = 0; r3 = 0;
    op_ready_nxt = op_ready;
    re_valid_nxt = re_valid;
    re_is_finished_nxt = re_is_finished;
    S_nxt = S;
    rlim_nxt = rlim;
    llim_nxt = llim;
    tlim_nxt = tlim;
    blim_nxt = blim;
    c_nxt = c;
    r_nxt = r;
    case (S)
        S_IDLE: begin
            if (op_fire) begin
                op_ready_nxt = 0;
                rlim_nxt = 0;
                llim_nxt = 6;
                tlim_nxt = 0;
                blim_nxt = 2;
                c_nxt = rlim_nxt;
                r_nxt = tlim_nxt;
                S_nxt = S_DETECT_V;
            end
        end
        S_DETECT_V: begin
            c0 = c; r0 = r    ;
            c1 = c; r1 = r + 1;
            c2 = c; r2 = r + 2;
            c3 = c; r3 = r + 3;
            occupied_all = ( & {occupied[r0 * 7 + c0], occupied[r1 * 7 + c1], occupied[r2 * 7 + c2], occupied[r3 * 7 + c3]});
            whos_all     = ( & {whos    [r0 * 7 + c0], whos    [r1 * 7 + c1], whos    [r2 * 7 + c2], whos    [r3 * 7 + c3]}) |
                           (~| {whos    [r0 * 7 + c0], whos    [r1 * 7 + c1], whos    [r2 * 7 + c2], whos    [r3 * 7 + c3]});
            c_nxt = (c == llim) ? rlim : c + 1;
            r_nxt = (c == llim) ? r + 1 : r;
            if (occupied_all && whos_all) begin
                re_valid_nxt = 1;
                re_is_finished_nxt = 1;
                S_nxt = S_RE;
            end
            else begin
                if (c == llim && r == blim) begin
                    rlim_nxt = 0;
                    llim_nxt = 3;
                    tlim_nxt = 0;
                    blim_nxt = 5;
                    c_nxt = rlim_nxt;
                    r_nxt = tlim_nxt;
                    S_nxt = S_DETECT_H;
                end
            end
        end
        S_DETECT_H: begin
            c0 = c    ; r0 = r;
            c1 = c + 1; r1 = r;
            c2 = c + 2; r2 = r;
            c3 = c + 3; r3 = r;
            occupied_all = ( & {occupied[r0 * 7 + c0], occupied[r1 * 7 + c1], occupied[r2 * 7 + c2], occupied[r3 * 7 + c3]});
            whos_all     = ( & {whos    [r0 * 7 + c0], whos    [r1 * 7 + c1], whos    [r2 * 7 + c2], whos    [r3 * 7 + c3]}) |
                           (~| {whos    [r0 * 7 + c0], whos    [r1 * 7 + c1], whos    [r2 * 7 + c2], whos    [r3 * 7 + c3]});
            c_nxt = (c == llim) ? rlim : c + 1;
            r_nxt = (c == llim) ? r + 1 : r;
            if (occupied_all && whos_all) begin
                re_valid_nxt = 1;
                re_is_finished_nxt = 1;
                S_nxt = S_RE;
            end
            else begin
                if (c == llim && r == blim) begin
                    rlim_nxt = 0;
                    llim_nxt = 3;
                    tlim_nxt = 3;
                    blim_nxt = 5;
                    c_nxt = rlim_nxt;
                    r_nxt = tlim_nxt;
                    S_nxt = S_DETECT_RISE;
                end
            end
        end
        S_DETECT_RISE: begin
            c0 = c    ; r0 = r    ;
            c1 = c + 1; r1 = r - 1; 
            c2 = c + 2; r2 = r - 2;
            c3 = c + 3; r3 = r - 3; 
            occupied_all = ( & {occupied[r0 * 7 + c0], occupied[r1 * 7 + c1], occupied[r2 * 7 + c2], occupied[r3 * 7 + c3]});
            whos_all     = ( & {whos    [r0 * 7 + c0], whos    [r1 * 7 + c1], whos    [r2 * 7 + c2], whos    [r3 * 7 + c3]}) |
                           (~| {whos    [r0 * 7 + c0], whos    [r1 * 7 + c1], whos    [r2 * 7 + c2], whos    [r3 * 7 + c3]});
            c_nxt = (c == llim) ? rlim : c + 1;
            r_nxt = (c == llim) ? r + 1 : r;
            if (occupied_all && whos_all) begin
                re_valid_nxt = 1;
                re_is_finished_nxt = 1;
                S_nxt = S_RE;
            end
            else begin
                if (c == llim && r == blim) begin
                    rlim_nxt = 0;
                    llim_nxt = 3;
                    tlim_nxt = 0;
                    blim_nxt = 2;
                    c_nxt = rlim_nxt;
                    r_nxt = tlim_nxt;
                    S_nxt = S_DETECT_FALL;
                end
            end
        end
        S_DETECT_FALL: begin
            c0 = c    ; r0 = r    ;
            c1 = c + 1; r1 = r + 1;
            c2 = c + 2; r2 = r + 2;
            c3 = c + 3; r3 = r + 3;
            occupied_all = ( & {occupied[r0 * 7 + c0], occupied[r1 * 7 + c1], occupied[r2 * 7 + c2], occupied[r3 * 7 + c3]});
            whos_all     = ( & {whos    [r0 * 7 + c0], whos    [r1 * 7 + c1], whos    [r2 * 7 + c2], whos    [r3 * 7 + c3]}) |
                           (~| {whos    [r0 * 7 + c0], whos    [r1 * 7 + c1], whos    [r2 * 7 + c2], whos    [r3 * 7 + c3]});
            c_nxt = (c == llim) ? rlim : c + 1;
            r_nxt = (c == llim) ? r + 1 : r;
            if (occupied_all && whos_all) begin
                re_valid_nxt = 1;
                re_is_finished_nxt = 1;
                S_nxt = S_RE;
            end
            else begin
                if (c == llim && r == blim) begin
                    re_valid_nxt = 1;
                    re_is_finished_nxt = 0;
                    S_nxt = S_RE;
                end
            end
        end
        S_RE: begin
            if (re_fire) begin
                re_valid_nxt = 0;
                re_is_finished_nxt = 0;
                op_ready_nxt = 1;
                S_nxt = S_IDLE;
            end
        end
        default: begin
        end
    endcase
end
always @(posedge clk, negedge rst_n) begin
    if (~rst_n) begin
        op_ready <= 1;
        re_valid <= 0;
        re_is_finished <= 0;
        S <= S_IDLE;
        rlim <= 0;
        llim <= 0;
        tlim <= 0;
        blim <= 0;
        c    <= 0;
        r    <= 0;
    end
    else begin
        op_ready <= op_ready_nxt;
        re_valid <= re_valid_nxt;
        re_is_finished <= re_is_finished_nxt;
        S <= S_nxt;
        rlim <= rlim_nxt;
        llim <= llim_nxt;
        tlim <= tlim_nxt;
        blim <= blim_nxt;
        c <= c_nxt;
        r <= r_nxt;
    end
end
endmodule
==> flow/run.sh <==
#!/bin/bash
# OpenROAD 26Q1-2900-gdf79404cd8, Yosys 0.63+post, stock flow scripts
make -C /OpenROAD-flow-scripts/flow DESIGN_CONFIG=/design/flow/config.mk WORK_HOME=/design/flow/orfs finish
==> flow/config.mk <==
export PLATFORM = sky130hd
export DESIGN_NAME = connect4
export DESIGN_NICKNAME = connect4
export VERILOG_FILES = /design/flow/design.v
export SDC_FILE = /design/flow/constraint.sdc
export NUM_CORES = 4
export LEC_CHECK = 1
export CORE_UTILIZATION = 30
==> flow/constraint.sdc <==
current_design connect4

set clk_period 2.5
set clk_io_pct 0.2

create_clock -name clk0 -period $clk_period [get_ports {clk}]

set non_clock_inputs [all_inputs -no_clocks]
set_input_delay [expr $clk_period * $clk_io_pct] -clock clk0 $non_clock_inputs
set_output_delay [expr $clk_period * $clk_io_pct] -clock clk0 [all_outputs]
==> CHANGELOG.md <==
### Implementation results

- Share of total power in the clock network: 32.1%
- Die area: around 0.0068 mm2
- Number of buffers and inverters on the critical path: 1
- Area grow syn2layout: 12.03%
- Status: completed
- Clk buf depth: 2
- Critical Path AT: 1.31 ns
- P_sw: 344.5 uW
- Slew Viols, Final: 0
- Post-DP HPWL: approximately 2600 um
- Worst Path Required: 2.00 ns
- DRC viols: 0
- Sequential fraction of the synthesis area: ~47%
- Number of gates resized after cts: 0
- H-tree depth: 2
- Highest-delay cell along the critical path: dfstp_2
- Internal Power: 970.8 uW
- Core area: 0.006096 mm2
- Routability cong.: 0.8089
- R2R Setup Slk: 0.70 ns
- Number of global-route vias before repair: 1409
- Synth warn: 2
- CP top delay family: flip-flops
- I/O pin count: 14
- Initial antenna violation count: 0
- Switching Share: 26.19%
- Slew HR: 62.11%
- Max_cap viols: 0
- Unrepaired setup endpoints after global routing: false
- YS chip area: 0.001944 mm2
- FP Core Util: 31.90%
- Design Area, Final: 0.002178 mm2
- Non-Filler Instances: 283
- Hold_ws: 0.1861 ns
- Fin crit period: 1.808 ns
- Worst R2R Path Depth: 4
- Routed len/inst: 13.13 um
- Placed Cells incl. Taps: 275
- Max rail drop VDD: 321.6 uV
- Ant diodes: 0
- Reg-to-reg startpoint: wj.c[0]
- Top FF cell, synth: dfrtp_1
- Crit. End Element: primary output
- Clock slew at reported path FFs: around 0.070 ns
- WS Path Type: flip-flop to primary output
- Power per Cell Area: 603.8 mW/mm2
- Fmax: 553.2 MHz
- TNS Setup: 0 ns
- Count of final hold-check violations: 0
- Skew final: between 0.006 and 0.007 ns
- FP Rows: 28
- Worst-Margin Slew: 0.5652 ns
- Gr usage total: 12.71%
- Synthesized area per cell: just under 10 um2
- Comb pwr share: 13.4%
- Fraction of layout cells with a size suffix above 1: 12.98%
- Number of vias per cell: 5.205
- Max FO, Critical Path: 5
- Crit-path cells: clkdlybuf4s50_1
- Hold buffer count at CTS: 0
- Post-synth cell types: ~55
- Synth Register Bits: 36
- Area after DPL: 0.002088 mm2
- Final setup fails: 0
- Tool Warnings: 29
- Flop pwr share: 54.5%
- Vias: 1473
- Overflow after GRT: 0
- Mapped cell area: roughly 0.0019 mm2
- Async S/R FF share, synth: 100.0%
- CP startpoint kind: flip-flop
- Leak Pwr: 0.9909 nW
- Cts bufs inserted: 5
- Die height: 82.51 um
- DRT Pass-1 Iters: 4
- Latency at later pin: approximately 0.28 ns
- Yosys Instances: 197
- Pwr Total: 1.315 mW
- DRT iter0 DRCs: about 67
- First-pass GRT wire length: 6437 um
- Clk sinks: 36
- Post-synth EDFFs: 0
- CTS tree: built
- Post-CTS Setup Bufs: 0
- Final period util: between 70% and 80%
- Largest net degree at the start of global routing: 25
- Routed Antenna Nets: 0
- Hold WC Path Type: input port to async pin
- Syn Inst Count: 197
- Filler cells: 620
- Buffers on Ports: 9
- Largest stage delay, worst path: ~0.56 ns
- Die Wd: a little over 80 um
- Root Driver: clkbuf_8
- Routed wire length: 3715 um
[flip-flops by register name, summed over array words and instances (netlist names), 2 cells and up, named ones only]
name,cells
wj.llim,3
row_id,3
wj.r,3
wj.blim,2
wj.c,3
wj.S,3
S,5
[layer usage]
layer,vias up,global-route usage (%),wire (um)
li1,741,-,-
met1,705,19.37,1925
met2,22,20.00,1601
met3,5,2.230,115
met4,0,1.897,73
met5,-,0,0
[worst max path at each step]
stage | start | endpoint | slack [ns] | cells after the start
CTS | op_ready | op_ready | 0.68 | 1
global route | wj.r[2] | wj.blim[1] | 0.62 | 4
finish | op_ready | op_ready | 0.69 | 1
[power groups by stage]
stage | logic [mW] | clock network [mW] | registers, mW
after CTS | 0.179 | 0.440 | 0.716
after global routing | 0.210 | 0.460 | 0.730
final | 0.177 | 0.422 | 0.717
[cell usage after synthesis, types with 2 or more instances]
master / n / share of area, %
nand3_1: 11 / 2.8
a22o_1: 10 / 4.5
nor2b_1: 2 / 0.64
inv_1: 4 / 0.77
a21o_1: 2 / 0.77
a21oi_1: 7 / 1.8
xor2_1: 4 / 1.8
a32o_1: 3 / 1.5
nand2_1: 28 / 5.4
o211ai_1: 2 / 0.77
nor2_1: 12 / 2.3
o21ai_0: 11 / 2.8
o21ai_1: 2 / 0.51
o2bb2ai_1: 2 / 0.90
nor2_2: 2 / 0.64
and2_1: 2 / 0.64
nor3_1: 4 / 1.0
dfrtp_1: 32 / 41
buf_2: 4 / 1.0
mux2_2: 3 / 1.7
a211oi_1: 4 / 1.5
a21boi_1: 2 / 0.77
mux2i_1: 2 / 1.0
o31ai_1: 2 / 0.77
or3_1: 3 / 0.97
ha_1: 4 / 2.6
dfstp_2: 4 / 5.4
and3_1: 2 / 0.64
[logic make-up after synthesis]
logic type / Yosys count / synth area share (%)
compound gates: 60 / 23.23
simple gates: 74 / 18.85
mux: 6 / 3.346
xor+xnor: 5 / 2.252
other cells: 1 / 0.1929
flops: 36 / 46.59
fa+ha+maj: 4 / 2.574
buf+inv: 11 / 2.960
[area by class of cell]
type / count / area, um2 / area share [%]
Clock buffer: 8 / 90.09 / 4.136
Inverter: 4 / 15.01 / 0.6893
Multi-Input combinational cell: 150 / 980.9 / 45.03
Sequential cell: 36 / 905.9 / 41.59
Tap cell: 75 / 93.84 / 4.308
Timing Repair Buffer: 10 / 92.59 / 4.250
[cells in the final DEF (no fill, tap or decap), drive strengths merged, types with 3 or more instances in the layout]
cell type | Yosys | layout
nand3 | 11 | 11
o21ai | 14 | 14
clkdlybuf4s50 | 0 | 8
inv | 4 | 4
ha | 4 | 4
nor3 | 5 | 5
dfstp | 4 | 4
clkbuf | 1 | 8
nand2 | 28 | 28
o31ai | 3 | 3
dfrtp | 32 | 32
xor2 | 4 | 4
a32o | 3 | 3
a22o | 10 | 10
mux2 | 4 | 4
a211oi | 5 | 5
nor2 | 14 | 14
or3 | 3 | 3
a21oi | 8 | 8
[worst register-to-register path, cell delays in order, from the launching register on]
cell and delay [ns]:
dfrtp_1 0.42, xor2_1 0.21, or3_1 0.53, nor2_2 0.19
mux2_1 0.33
[through the flow]
stage | utilization (%) | setup slack (ns)
after floorplan | - | 0.8400
after global placement | 34.26 | 0.5060
after detailed placement | 34.26 | 0.5065
after CTS | 35.73 | 0.6761
after global routing | 35.73 | 0.6215
final | 35.73 | 0.6925
No activity file was given, so power comes from the tool's default toggle rates.
